## /design/flow/run.sh

```bash
#!/bin/bash
# OpenROAD 26Q1-2900-gdf79404cd8, Yosys 0.63+post, stock flow scripts
make -C /OpenROAD-flow-scripts/flow DESIGN_CONFIG=/design/flow/config.mk WORK_HOME=/design/flow/orfs finish
```

## /design/flow/config.mk

```make
export PLATFORM = sky130hd
export DESIGN_NAME = ApuRegsDecoder
export DESIGN_NICKNAME = ApuRegsDecoder
export VERILOG_FILES = /design/flow/design.v
export SDC_FILE = /design/flow/constraint.sdc
export NUM_CORES = 4
export LEC_CHECK = 1
export CORE_AREA = 10 10 70 70
export DIE_AREA = 0 0 80 80
```

## /design/flow/constraint.sdc

```tcl
current_design ApuRegsDecoder

set clk_period 2.7
set clk_io_pct 0.2

create_clock -name clk0 -period $clk_period

set non_clock_inputs [all_inputs -no_clocks]
set_input_delay [expr $clk_period * $clk_io_pct] -clock clk0 $non_clock_inputs
set_output_delay [expr $clk_period * $clk_io_pct] -clock clk0 [all_outputs]
```

## /design/flow/design.v

```verilog
module ApuRegsDecoder (
	PHI1, 
	Addr_fromcore, Addr_frommux, RnW_fromcore, DBG_frompad, 
	n_R4018, n_R401A, n_R4015, W4002, W4001, W4005, W4006, W4008, W400A, W400B, W400E, W4013, W4012, W4010, W4014,
	n_R4019, W401A, W4003, W4007, W4004, W400C, W4000, W4015, W4011, W400F, n_R4017, n_R4016, W4016, W4017,
	n_DBGRD);
	input PHI1;
	input [15:0] Addr_fromcore;
	input [15:0] Addr_frommux;
	input RnW_fromcore;
	input DBG_frompad;
	output n_R4018;
	output n_R401A;
	output n_R4015;
	output W4002;
	output W4001;
	output W4005;
	output W4006;
	output W4008;
	output W400A;
	output W400B;
	output W400E;
	output W4013;
	output W4012;
	output W4010;
	output W4014;
	output n_R4019;
	output W401A;
	output W4003;
	output W4007;
	output W4004;
	output W400C;
	output W4000;
	output W4015;
	output W4011;
	output W400F;
	output n_R4017;
	output n_R4016;
	output W4016;
	output W4017;
	output n_DBGRD;
	wire [15:0] CpuA;
	assign CpuA = Addr_fromcore;
	wire REGWR;
	wire nREGWR;
	nor (REGWR, CpuA[5], CpuA[6], CpuA[7], CpuA[8], CpuA[9], CpuA[10], CpuA[11], CpuA[12], CpuA[13], ~CpuA[14], CpuA[15], RnW_fromcore);
	assign nREGWR = ~REGWR;
	wire REGRD;
	wire nREGRD;
	nor (REGRD, CpuA[5], CpuA[6], CpuA[7], CpuA[8], CpuA[9], CpuA[10], CpuA[11], CpuA[12], CpuA[13], ~CpuA[14], CpuA[15], ~RnW_fromcore);
	assign nREGRD = ~REGRD;
	nand (n_DBGRD, DBG_frompad, ~nREGRD);
	wire [28:0] pla;
	ApuRegs_PLA regs_pla (
		.nREGRD(nREGRD),
		.nREGWR(nREGWR),
		.A(Addr_frommux[4:0]),
		.nA(~Addr_frommux[4:0]),
		.pla(pla) );
	nand(n_R4018, DBG_frompad, pla[0]);
	nand(n_R401A, DBG_frompad, pla[2]);
	not(n_R4015, pla[4]);
	nor(W4002, PHI1, ~pla[6]);
	nor(W4001, PHI1, ~pla[8]);
	nor(W4005, PHI1, ~pla[10]);
	nor(W4006, PHI1, ~pla[12]);
	nor(W4008, PHI1, ~pla[14]);
	nor(W400A, PHI1, ~pla[16]);
	nor(W400B, PHI1, ~pla[18]);
	nor(W400E, PHI1, ~pla[20]);
	nor(W4013, PHI1, ~pla[22]);
	nor(W4012, PHI1, ~pla[24]);
	nor(W4010, PHI1, ~pla[26]);
	nor(W4014, PHI1, ~pla[28]);
	nand(n_R4019, DBG_frompad, pla[1]);
	wire w401a_temp;
	nand (w401a_temp, DBG_frompad, pla[3]);
	nor(W401A, PHI1, w401a_temp);
	nor(W4003, PHI1, ~pla[5]);
	nor(W4007, PHI1, ~pla[7]);
	nor(W4004, PHI1, ~pla[9]);
	nor(W400C, PHI1, ~pla[11]);
	nor(W4000, PHI1, ~pla[13]);
	nor(W4015, PHI1, ~pla[15]);
	nor(W4011, PHI1, ~pla[17]);
	nor(W400F, PHI1, ~pla[19]);
	not(n_R4017, pla[21]);
	not(n_R4016, pla[23]);
	nor(W4016, PHI1, ~pla[25]);
	nor(W4017, PHI1, ~pla[27]);
endmodule  
module ApuRegs_PLA(nREGRD, nREGWR, A, nA, pla);
	input nREGRD;
	input nREGWR;
	input [4:0] A;
	input [4:0] nA;
	output [28:0] pla;
	nor (pla[0], nREGRD, A[0], A[1], A[2], nA[3], nA[4]);
	nor (pla[1], nREGRD, nA[0], A[1], A[2], nA[3], nA[4]);
	nor (pla[2], nREGRD, A[0], nA[1], A[2], nA[3], nA[4]);
	nor (pla[3], nREGWR, A[0], nA[1], A[2], nA[3], nA[4]);
	nor (pla[4], nREGRD, nA[0], A[1], nA[2], A[3], nA[4]);
	nor (pla[5], nREGWR, nA[0], nA[1], A[2], A[3], A[4]);
	nor (pla[6], nREGWR, A[0], nA[1], A[2], A[3], A[4]);
	nor (pla[7], nREGWR, nA[0], nA[1], nA[2], A[3], A[4]);
	nor (pla[8], nREGWR, nA[0], A[1], A[2], A[3], A[4]);
	nor (pla[9],  nREGWR, A[0], A[1], nA[2], A[3], A[4]);
	nor (pla[10], nREGWR, nA[0], A[1], nA[2], A[3], A[4]);
	nor (pla[11], nREGWR, A[0], A[1], nA[2], nA[3], A[4]);
	nor (pla[12], nREGWR, A[0], nA[1], nA[2], A[3], A[4]);
	nor (pla[13], nREGWR, A[0], A[1], A[2], A[3], A[4]);
	nor (pla[14], nREGWR, A[0], A[1], A[2], nA[3], A[4]);
	nor (pla[15], nREGWR, nA[0], A[1], nA[2], A[3], nA[4]);
	nor (pla[16], nREGWR, A[0], nA[1], A[2], nA[3], A[4]);
	nor (pla[17], nREGWR, nA[0], A[1], A[2], A[3], nA[4]);
	nor (pla[18], nREGWR, nA[0], nA[1], A[2], nA[3], A[4]);
	nor (pla[19], nREGWR, nA[0], nA[1], nA[2], nA[3], A[4]);
	nor (pla[20], nREGWR, A[0], nA[1], nA[2], nA[3], A[4]);
	nor (pla[21], nREGRD, nA[0], nA[1], nA[2], A[3], nA[4]);
	nor (pla[22], nREGWR, nA[0], nA[1], A[2], A[3], nA[4]);
	nor (pla[23], nREGRD, A[0], nA[1], nA[2], A[3], nA[4]);
	nor (pla[24], nREGWR, A[0], nA[1], A[2], A[3], nA[4]);
	nor (pla[25], nREGWR, A[0], nA[1], nA[2], A[3], nA[4]);
	nor (pla[26], nREGWR, A[0], A[1], A[2], A[3], nA[4]);
	nor (pla[27], nREGWR, nA[0], nA[1], nA[2], A[3], nA[4]);
	nor (pla[28], nREGWR, A[0], A[1], nA[2], A[3], nA[4]);
endmodule  
```

==> impl_metrics.env <==
# physical design summary
export IMPL_crit_top_cell="or4_4"
export IMPL_worst_slew_pin_slew_ps=306
export IMPL_grt_setup_unrepaired="false"
export IMPL_worst_setup_timing_slack_at_the_placement_stage_ps=-608
export IMPL_fmax_mhz=380
export IMPL_setup_slack_ps=67.9
export IMPL_finalWirelength_mm=2.28
export IMPL_gp_routability_congestion=0.843
export IMPL_critPathRequiredTime_ps=2160
export IMPL_clkbuf_count=0
export IMPL_crit_path_max_fanout=4
export IMPL_tally_of_nets_with_antenna_violations_remaining_after_routing=0
export IMPL_count_of_input_and_output_buffers=49
export IMPL_vias_per_cell=4.16
export IMPL_layout_sequential_cells=0
export IMPL_firstDrtPassIters=4
export IMPL_antenna_found_initial=0
export IMPL_critical_path_top_delay_cell="or4_4"
export IMPL_final_hold_viol_count=0
export IMPL_crit_path_end_kind="primary output"
export IMPL_std_cell_rows=21
export IMPL_warning_count=49
export IMPL_critPathMaxStageDelay_ps=480
export IMPL_remaining_drc_errors=0
export IMPL_outcome="finished, final reports clean"
export IMPL_drv_cap=0
export IMPL_pin_count_of_the_biggest_net_entering_global_routing=7
export IMPL_final_fill_count=375
export IMPL_grt_pass1_wl_mm=3.84
export IMPL_detail_route_iter0_violations=5
export IMPL_worstPathArrival_ps=2090
export IMPL_wl_per_cell_microns=12.2
export IMPL_dr_total_vias=774
export IMPL_fp_dieArea_sq_um=6400
export IMPL_yosys_area_sq_um=373
export IMPL_syn_area_per_cell_sq_um=6.01
export IMPL_critical_path_class="input pin to primary output"
export IMPL_holdCritPathClass="input pin to primary output"
export IMPL_hpwl_mm=1.95
export IMPL_yosys_warnings=0
export IMPL_fin_setup_tns_ps=0
export IMPL_post_route_cells_drive_above_1_share=0.500
export IMPL_floorplan_io_pins=65
export IMPL_postLayoutCoreUtil=0.341
export IMPL_synth_seq_share=0
export IMPL_area_growth_syn_to_layout_pct=212
export IMPL_mappedNetlistArea_sq_um=373
export IMPL_die_w_microns=80
export IMPL_final_period_minus_worst_setup_slack_ps=2630
export IMPL_placed_cells_incl_taps=175
export IMPL_ff_latch_area_sq_um=0
export IMPL_n_antenna_cell=0
export IMPL_yosys_cell_types_count=21
export IMPL_fin_crit_sh=0.975
export IMPL_drv_slew=0
export IMPL_die_h_microns=80
export IMPL_floorplan_initialDensity=0.109
export IMPL_number_of_cells_produced_by_synthesis=62
export IMPL_max_slew_margin_rel=0.795
export IMPL_core_outline_area_sq_um=3420
export IMPL_grt_overflow=0
export IMPL_crit_chain="dlygate4sd2_1, or4_4, or4_4, buf_6, nor3_2, buf_2"
export IMPL_power_per_cell_area_nw_per_um2=60.3
export IMPL_grtUsageTotal=0.0711
export IMPL_setup_violations=0
export IMPL_yosysCellCount=62
export IMPL_irDropWorstVdd_mv=0.0505
export IMPL_whs_ps=1560
export IMPL_power_static_leakage_nw=0.512
export IMPL_number_of_global_route_vias_before_repair=835
export IMPL_critical_path_startpoint_type="input pin"
export IMPL_non_filler_cells_in_the_finished_layout=186
==> what timing repair did <==
item | CTS | global route
hold buffers | 0 | 0
pin swaps | 21 | 11
resized | 91 | 13
setup endpoints to repair | 29 | 23
setup buffers | 13 | 1
==> worst max-delay path: cells and delay by family <==
| kind | cells | cell delay (ps) |
|---|---|---|
| simple gates | 3 | 1050 |
| buf+inv | 3 | 500 |
==> per-layer routing <==
metal	up-vias	track usage	routed length [microns]
met2	31	0.113	956
met4	0	0	0
met1	347	0.0936	1080
met5	-	0	0
met3	0	0.0284	243
li1	396	-	-
==> cell type report <==
class	instances	area, sq um	area share
Multi-Input combinational cell	60	455	0.391
Tap cell	46	57.6	0.0495
Timing Repair Buffer	80	651	0.559
==> stage by stage <==
step                cell area, sq um  total power, W
detailed placement              1060       0.0000675
floorplan                        373       0.0000127
global placement                1060       0.0000666
global route                    1160       0.0000764
CTS                             1170       0.0000717
finish                          1160       0.0000702
==> cells in the mapped netlist, types with 2 or more instances <==
master	count	area (sq um)
nand3_1	3	15.0
nand4b_1	4	35.0
nor4b_1	2	17.5
nand2_1	4	15.0
nor2_1	14	52.6
nor3_2	2	20.0
nand4_1	3	18.8
nor4bb_1	2	20.0
or3_1	2	12.5
or4_1	2	15.0
and4b_1	2	20.0
nor3_1	8	40.0
nand2b_1	4	25.0
nor4_1	3	18.8
==> layout by cell type, fill, tap and decap left out, types with 2 or more instances in the layout <==
master / synthesis / final
nand4_1: 3 / 3
buf_4: 0 / 24
nor4_2: 1 / 3
or3_4: 0 / 2
nand4b_1: 4 / 4
buf_2: 1 / 13
nor3_1: 8 / 3
nor2_1: 14 / 9
nand3_1: 3 / 3
or4_4: 0 / 2
nor3_2: 2 / 7
clkdlybuf4s50_1: 0 / 9
nand2b_1: 4 / 3
dlymetal6s2s_1: 0 / 4
and4b_1: 2 / 2
buf_6: 0 / 7
nor2_2: 0 / 5
nand2_1: 4 / 4
dlygate4sd2_1: 0 / 19
clkbuf_2: 0 / 4
==> cell families after synthesis <==
logic type | share of synthesized area
AND/OR/NAND/NOR | 0.977
buffers and inverters | 0.0235
==> power breakdown <==
part	internal [W]	switching [W]	total [W]	leakage, nW
sequential	0	0	0	0
clock	0	0	0	0
combinational	0.0000428	0.0000274	0.0000702	0.512
==> worst paths after layout <==
path / endpoint / cells after the start / from
setup / recovery: W4005 / 6 / Addr_fromcore[9]
hold / removal: W400F / 5 / Addr_fromcore[11]
No activity file was given, so power comes from the tool's default toggle rates.
