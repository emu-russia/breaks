## flow/config.mk

```make
export PLATFORM = sky130hd
export DESIGN_NAME = Decoder
export DESIGN_NICKNAME = Decoder
export VERILOG_FILES = /design/flow/design.v
export SDC_FILE = /design/flow/constraint.sdc
export NUM_CORES = 4
export LEC_CHECK = 1
export CORE_AREA = 10 10 102 102
export DIE_AREA = 0 0 112 112
```

## flow/constraint.sdc

```tcl
current_design Decoder

set clk_period 2.6
set clk_io_pct 0.2

create_clock -name clk0 -period $clk_period

set non_clock_inputs [all_inputs -no_clocks]
set_input_delay [expr $clk_period * $clk_io_pct] -clock clk0 $non_clock_inputs
set_output_delay [expr $clk_period * $clk_io_pct] -clock clk0 [all_outputs]
```

## flow/design.v

```verilog
`timescale 1ns/1ns
module Decoder(
	n_T0, n_T1X,
	n_T2, n_T3, n_T4, n_T5, 
	IR01,
	IR, n_IR,
	X);
	input n_T0;
	input n_T1X;
	input n_T2;
	input n_T3;
	input n_T4;
	input n_T5; 
	input IR01;
	input [7:0] IR;
	input [7:0] n_IR;
	output [129:0] X;
	wire [20:0] d;
	assign d = {n_T1X,n_T0,n_IR[5],IR[5],n_IR[6],IR[6],n_IR[2],IR[2],n_IR[3],IR[3],n_IR[4],IR[4],n_IR[7],IR[7],n_IR[0],IR01,n_IR[1],n_T2,n_T3,n_T4,n_T5};
	assign X[0] = ~|{d[5],d[8],d[14],d[15],d[17]};
	assign X[1] = ~|{d[2],d[6],d[10],d[11],d[13]};
	assign X[2] = ~|{d[3],d[6],d[10],d[12],d[13]};
	assign X[3] = ~|{d[5],d[8],d[9],d[12],d[13],d[17],d[19]};
	assign X[4] = ~|{d[5],d[8],d[10],d[12],d[13],d[15],d[17],d[19]};
	assign X[5] = ~|{d[5],d[8],d[9],d[16],d[17],d[19]};
	assign X[6] = ~|{d[3],d[10],d[14]};
	assign X[7] = ~|{d[4],d[8],d[15]};
	assign X[8] = ~|{d[3],d[6],d[9],d[11],d[13]};
	assign X[9] = ~|{d[4],d[8],d[9],d[12],d[13],d[15],d[17],d[19]};
	assign X[10] = ~|{d[4],d[8],d[9],d[12],d[13],d[16],d[17],d[19]};
	assign X[11] = ~|{d[5],d[8],d[9],d[16],d[18],d[19]};
	assign X[12] = ~|{d[4],d[8],d[15],d[17]};
	assign X[13] = ~|{d[4],d[8],d[10],d[12],d[13],d[15],d[17],d[19]};
	assign X[14] = ~|{d[4],d[8],d[15],d[18],d[19]};
	assign X[15] = ~|{d[4],d[8],d[9],d[12],d[13],d[16],d[17],d[20]};
	assign X[16] = ~|{d[5],d[8],d[9],d[12],d[13],d[16],d[18],d[20]};
	assign X[17] = ~|{d[4],d[8],d[10],d[12],d[13],d[15],d[18],d[19]};
	assign X[18] = ~|{d[5],d[8],d[9],d[12],d[13],d[17],d[20]};
	assign X[19] = ~|{d[5],d[8],d[14],d[15],d[18],d[19]};
	assign X[20] = ~|{d[5],d[8],d[9],d[15],d[18],d[19]};
	assign X[21] = ~|{d[5],d[7],d[9],d[11],d[13],d[15],d[18],d[19]};
	assign X[22] = ~|{d[0],d[5],d[7],d[9],d[11],d[13],d[15],d[17]};
	assign X[23] = ~|{d[5],d[7],d[9],d[12],d[13],d[17],d[19]};
	assign X[24] = ~|{d[1],d[5],d[7],d[9],d[11],d[13],d[16],d[18]};
	assign X[25] = ~|{d[2],d[5],d[7],d[9],d[12],d[13],d[18]};
	assign X[26] = ~|{d[0],d[5],d[7],d[9],d[11],d[13],d[16],d[17]};
	assign X[27] = ~|{d[4],d[7],d[16],d[18]};
	assign X[28] = ~|{d[3]};
	assign X[29] = ~|{d[6],d[7],d[16],d[17],d[19]};
	assign X[30] = ~|{d[5],d[7],d[9],d[12],d[14],d[16]};
	assign X[31] = ~|{d[3],d[9],d[12],d[14]};
	assign X[32] = ~|{d[6],d[7],d[15],d[17],d[19]};
	assign X[33] = ~|{d[3],d[11]};
	assign X[34] = ~|{d[19]};
	assign X[35] = ~|{d[3],d[5],d[7],d[9],d[13]};
	assign X[36] = ~|{d[2],d[5],d[7],d[9]};
	assign X[37] = ~|{d[1],d[5],d[7],d[9],d[11],d[13],d[15]};
	assign X[38] = ~|{d[1],d[5],d[7],d[9],d[11],d[13],d[16],d[17]};
	assign X[39] = ~|{d[2],d[6],d[9],d[11],d[13]};
	assign X[40] = ~|{d[1],d[6],d[10],d[11],d[13]};
	assign X[41] = ~|{d[3],d[6],d[10],d[11],d[13]};
	assign X[42] = ~|{d[2],d[10],d[12]};
	assign X[43] = ~|{d[5],d[7],d[9],d[12],d[13],d[18]};
	assign X[44] = ~|{d[4],d[8],d[16],d[18]};
	assign X[45] = ~|{d[1],d[6],d[9],d[11],d[13]};
	assign X[46] = ~|{d[2],d[6],d[10],d[11],d[13]};
	assign X[47] = ~|{d[5],d[7],d[9],d[11],d[13],d[16]};
	assign X[48] = ~|{d[3],d[5],d[7],d[9],d[11],d[13],d[15],d[18]};
	assign X[49] = ~|{d[5],d[8],d[9],d[16],d[19]};
	assign X[50] = ~|{d[6],d[8],d[16],d[17],d[19]};
	assign X[51] = ~|{d[6],d[8],d[16],d[18],d[19]};
	assign X[52] = ~|{d[6],d[16],d[18],d[19]};
	assign X[53] = ~|{d[4],d[7],d[15],d[18]};
	assign X[54] = ~|{d[2],d[5],d[7],d[9],d[12],d[14],d[16]};
	assign X[55] = ~|{d[4],d[7],d[15]};
	assign X[56] = ~|{d[0],d[5],d[7],d[9],d[11],d[13],d[15],d[18]};
	assign X[57] = ~|{d[3],d[5],d[7],d[9],d[13]};
	assign X[58] = ~|{d[5],d[8],d[10],d[12],d[13],d[15],d[17],d[19]};
	assign X[59] = ~|{d[6],d[7],d[20]};
	assign X[60] = ~|{d[6],d[16],d[18],d[20]};
	assign X[61] = ~|{d[4],d[7],d[9],d[12],d[13],d[20]};
	assign X[62] = ~|{d[4],d[8],d[9],d[12],d[13],d[15],d[17],d[19]};
	assign X[63] = ~|{d[5],d[7],d[9],d[12],d[13],d[16],d[18],d[19]};
	assign X[64] = ~|{d[6],d[8],d[15],d[18],d[19]};
	assign X[65] = ~|{d[6],d[19]};
	assign X[66] = ~|{d[5],d[8],d[9],d[12],d[13],d[15],d[18],d[19]};
	assign X[67] = ~|{d[4],d[7],d[9],d[12],d[13],d[19]};
	assign X[68] = ~|{d[4],d[8],d[9],d[12],d[13],d[15],d[18],d[19]};
	assign X[69] = ~|{d[5],d[7],d[9],d[14],d[15],d[18],d[19]};
	assign X[70] = ~|{d[6],d[7],d[15],d[18],d[19]};
	assign X[71] = ~|{d[1],d[10],d[12]};
	assign X[72] = ~|{d[0],d[6],d[10],d[11],d[13]};
	assign X[73] = ~|{d[5],d[10],d[11],d[13],d[19]};
	assign X[74] = ~|{d[3],d[5],d[7],d[9],d[12],d[13],d[16],d[17]};
	assign X[75] = ~|{d[4],d[7],d[9],d[12],d[13],d[16],d[19]};
	assign X[76] = ~|{d[4],d[7],d[16]};
	assign X[77] = ~|{d[3],d[5],d[7],d[9],d[11],d[13],d[15],d[17]};
	assign X[78] = ~|{d[2],d[5],d[7],d[9],d[11],d[13],d[15],d[18]};
	assign X[79] = ~|{d[6],d[8],d[15],d[17]};
	assign X[80] = ~|{d[3],d[5],d[10],d[11],d[13]};
	assign X[81] = ~|{d[3],d[11],d[14]};
	assign X[82] = ~|{d[3],d[6],d[11],d[13]};
	assign X[83] = ~|{d[3],d[12]};
	assign X[84] = ~|{d[0],d[5],d[7],d[9],d[11],d[13],d[16],d[18]};
	assign X[85] = ~|{d[1]};
	assign X[86] = ~|{d[2]};
	assign X[87] = ~|{d[5],d[7],d[9],d[11],d[13],d[17],d[19]};
	assign X[88] = ~|{d[5],d[7],d[9],d[12],d[14],d[16],d[19]};
	assign X[89] = ~|{d[0],d[6],d[9],d[11],d[13]};
	assign X[90] = ~|{d[2],d[12]};
	assign X[91] = ~|{d[1],d[6],d[10],d[11],d[13]};
	assign X[92] = ~|{d[2],d[10],d[12]};
	assign X[93] = ~|{d[2],d[5],d[10],d[11],d[13]};
	assign X[94] = ~|{d[5],d[7],d[9],d[11],d[13],d[17]};
	assign X[95] = ~|{d[5],d[7],d[9],d[11],d[13],d[15],d[18]};
	assign X[96] = ~|{d[5],d[7],d[9],d[12],d[14],d[16]};
	assign X[97] = ~|{d[8],d[15],d[17]};
	assign X[98] = ~|{d[1],d[5],d[7],d[9],d[11],d[13],d[15],d[17]};
	assign X[99] = ~|{d[3],d[5],d[7],d[9],d[12],d[13],d[15],d[17]};
	assign X[100] = ~|{d[3],d[5],d[7],d[9],d[12],d[13],d[17]};
	assign X[101] = ~|{d[1],d[5],d[7],d[9],d[12],d[14],d[16]};
	assign X[102] = ~|{d[0],d[5],d[7],d[9],d[11],d[13],d[16]};
	assign X[103] = ~|{d[0],d[5],d[7],d[9],d[11],d[13],d[15],d[18]};
	assign X[104] = ~|{d[3],d[5],d[7],d[9],d[12],d[14],d[16],d[17]};
	assign X[105] = ~|{d[2],d[5],d[7],d[9],d[12],d[13],d[18]};
	assign X[106] = ~|{d[4],d[16]};
	assign X[107] = ~|{d[4],d[7],d[15]};
	assign X[108] = ~|{d[5],d[7],d[10],d[12],d[13],d[16],d[19]};
	assign X[109] = ~|{d[5],d[7],d[9],d[14],d[15],d[18],d[20]};
	assign X[110] = ~|{d[5],d[7],d[10],d[12],d[13],d[15],d[19]};
	assign X[111] = ~|{d[2],d[10],d[11],d[14]};
	assign X[112] = ~|{d[6],d[16],d[18],d[20]};
	assign X[113] = ~|{d[5],d[7],d[9],d[14],d[15],d[18],d[19]};
	assign X[114] = ~|{d[5],d[7],d[9],d[12],d[13],d[15],d[18],d[19]};
	assign X[115] = ~|{d[1],d[5],d[7],d[9],d[11],d[13],d[16],d[17]};
	assign X[116] = ~|{d[6],d[8],d[16],d[17],d[20]};
	assign X[117] = ~|{d[5],d[8],d[9],d[12],d[14],d[16],d[20]};
	assign X[118] = ~|{d[4],d[7],d[9],d[12],d[13],d[15],d[20]};
	assign X[119] = ~|{d[5],d[8],d[9],d[11],d[16],d[20]};
	assign X[120] = ~|{d[5],d[8],d[10],d[12],d[13],d[16],d[19]};
	assign X[121] = ~|{d[15]};
	assign X[122] = ~|{d[2],d[9],d[12],d[14]};
	assign X[123] = ~|{d[3],d[9],d[11],d[14]};
	assign X[124] = ~|{d[0],d[6],d[11],d[13]};
	assign X[125] = ~|{d[1],d[10],d[12]};
	assign X[126] = ~|{d[7]};
	assign X[127] = ~|{d[5],d[8],d[10],d[12],d[13],d[15],d[18]};
	assign X[128] = ~|{d[12],d[13]};
	assign X[129] = ~|{d[5],d[7],d[9],d[12],d[13]};
endmodule  
```

## flow/run.sh

```bash
#!/bin/bash
# OpenROAD 26Q1-2900-gdf79404cd8, Yosys 0.63+post, stock flow scripts
make -C /OpenROAD-flow-scripts/flow DESIGN_CONFIG=/design/flow/config.mk WORK_HOME=/design/flow/orfs finish
```

==> flow_summary.ini <==
; implementation run metrics
[run_status]
status = complete, no violations

[floorplanning]
die_x_um = 112
fp-row-count = 33
initCoreUtil_pct = 16.0
dieArea_um2 = 12500
die_y_um = 112
pin_count = 153
core_area_um2 = 8220

[min_path]
min_from = n_T1X
min-delay-path-class = in2out

[logic_synthesis]
yosys_warnings = 0
syn_inst = 198
ys_cells = 198
postSynthSeqShare_pct = 0
ys_area_um2 = 1310
synth_area_um2 = 1310
synth_cell_types = 19
synth_area_per_cell_um2 = 6.62

[power_and_ir_drop]
total_leakage_power_nw = 1.73
power_density_nw_per_um2 = 100
ir_worst_vdd_mv = 0.0394

[layout]
fin_util_pct = 43.1
final_cell_mix = dlygate4sd2_1 (66), clkdlybuf4s50_1 (59), buf_4 (59)
drive_gt1_share_pct = 43.9
final_common_cell = dlygate4sd2_1
synthToLayoutAreaGrowth_pct = 170
ff_count = 0
nClkBuffers = 0
flop_area_um2 = 0

[timing]
fmax_mhz = 391
worst_pin_slew_ns = 0.400
slew_viol_final = 0
fin_setup_tns_ns = 0
finalSetupViolations = 0
period_used_pct = 98.5
hold_viol = 0
rsz0062_at_grt = yes
slew_headroom_pct = 73.4
period_minus_slack_ns = 2.56

[placed_design]
io_buffers = 151
dp_hpwl_um = 7400
place.gp.congestion = 0.811

[grt]
grt_pass1_vias = 2293
track_usage_pct = 13.9
grt_max_degree = 15
overflow = 0
grt_pass1_wl_um = 14200
antenna_found_initial = 0

[setup_path]
startpoint = n_IR[3]
crit_path_end_kind = primary output
cp_max_fo = 6
path_class = in2out
cp.required_ns = 2.08
start_kind = input port
cp_data_arrival_time_ns = 2.04

[drt]
insertedDiodeCount = 0
routed_wl_um = 9290
drc = 0
firstDrtPassIters = 4
ant_nets = 0
via_count = 2185
via_per_inst = 4.48
wire_per_inst_um = 19.0
first_iter_violations = 110

[job]
warnings = 35
cap_viol_max_count = 0
-- cells by family after synthesis --
kind of cell           after synthesis  share of synthesized area, %
buffers and inverters               56                          23.2
AND/OR/NAND/NOR                    142                          76.8
-- power by group --
part / internal (mW) / switching (mW)
Clock: 0 / 0
Sequential: 0 / 0
Combinational: 0.184 / 0.170
-- what timing repair did --
action | CTS | global route
setup buffers | 22 | 3
resized | 162 | 30
hold endpoints to repair | 0 | 0
cloned | 2 | 0
pin swaps | 34 | 9
hold buffers | 0 | 0
endpoints found under the setup margin | 111 | 28
-- Yosys cell counts, drive strengths merged --
| master | count | area share [%] |
|---|---|---|
| clkbuf | 16 | 4.6 |
| nor2 | 31 | 8.9 |
| or3 | 7 | 3.7 |
| or4 | 20 | 15 |
| or2 | 9 | 4.3 |
| inv | 10 | 2.9 |
| nor3 | 34 | 18 |
| buf | 30 | 16 |
| nor4 | 41 | 27 |
-- metal layers --
layer / global-route usage, % / wire (µm) / vias to the layer above
met5: 0 / 0 / -
met4: 0.169 / 0 / 0
met3: 4.56 / 782 / 0
met2: 24.4 / 4690 / 69
met1: 17.1 / 3820 / 1032
li1: - / - / 1084
-- final cells by class --
| class | instances | area, µm² |
|---|---|---|
| Tap cell | 105 | 131 |
| Inverter | 10 | 37.5 |
| Multi-Input combinational cell | 142 | 1230 |
| Fill cell | 797 | 4680 |
| Timing Repair Buffer | 231 | 2140 |
-- worst max-delay path: stages --
cell and delay [ns]:
clkdlybuf4s15_2 0.23, buf_6 0.14, or4_4 0.55, nor2_2 0.10
clkdlybuf4s50_1 0.50
-- stage by stage --
stage               power (mW)  std cells  hold slack (ns)  setup WS, ns  instance area (µm²)
detailed placement       0.304        462             2.09        -0.440                 3110
finish                   0.354        488             1.49        0.0394                 3540
CTS                      0.347        485             1.59       0.00483                 3420
global route             0.380        488             1.53       -0.0379                 3540
global placement         0.305        462             2.10        -0.429                 3110
floorplan                0.113        198             1.05         0.635                 1310
-- worst paths after layout --
| kind | cells past startpoint | endpoint |
|---|---|---|
| worst max-delay path | 5 | X[67] |
| worst min-delay path | 4 | X[109] |
Power is estimated from default activity; no workload was simulated.
